$ cat ./design.v
`timescale 1ns / 1ps
module MAC #(
        parameter B_WIDTH = 12,
        parameter C_WIDTH = 12,
        parameter COEFF_W = 16,
        parameter C_OUT = C_WIDTH + 1)
    (
        input clock,
        input reset,
        input  logic signed [COEFF_W - 1:0] coeff,
        input  logic signed [B_WIDTH - 1:0] b_in,
        input  logic signed [C_WIDTH - 1:0] c_in,
        output logic signed [B_WIDTH - 1:0] b_out,
        output logic signed [C_WIDTH - 1:0] c_out
    );
    localparam MULT = COEFF_W + B_WIDTH;
    logic signed [MULT    - 1   :0] mult_cb;
    logic signed [MULT-COEFF_W-1:0] mult_rnd;
    logic signed [C_WIDTH-1     :0] sum_cb;
    logic signed [COEFF_W - 1:0] coeff_d;
    logic signed [C_WIDTH - 1:0] c_in_d; 
    always @(posedge clock)
    begin
        b_out     <= b_in;
        c_in_d    <= c_in;
        coeff_d   <= coeff;
    end
    always @(posedge clock)
    begin
        if(reset) begin
            mult_cb <= {MULT{1'b0}};
        end else begin
            mult_cb <= coeff_d * b_out;
        end
    end
    always @(posedge clock)
    begin
        if(reset) begin
            mult_rnd <= {MULT-COEFF_W{1'b0}};
        end else begin 
            if(mult_cb[MULT - COEFF_W - 1] == 1'b1) begin  
                mult_rnd <= $signed(mult_cb[MULT-1:MULT-COEFF_W] + 1);
            end else begin
                mult_rnd <= mult_cb[MULT-1:MULT-COEFF_W];  
            end
        end
    end
    always @(posedge clock)
    begin
        if(reset) begin
            sum_cb <= {C_OUT{1'b0}};
        end else begin
            sum_cb <= c_in_d + mult_rnd;
        end
    end
    assign c_out = sum_cb;
endmodule
`timescale 1ns / 1ps
module fir_top#(parameter D_W   = 16,
                parameter C_W   = 16,
                parameter C_NUM = 33)
    (
        input                           clock,
        input                           reset,
        input  logic signed [D_W-1:0]      fir_in,
        output logic signed [D_W-1:0]      fir_out
    );
   genvar i;
   int j;
   logic signed [C_W-1:0] coeff_mem [0: C_NUM-1] = {16'h0d9d,   
   16'hed3c,
   16'hfb3d,
   16'h18fb,
   16'hee8d,
   16'hfb28,
   16'h03d4,
   16'h12db,
   16'hed1f,
   16'hf3ce,
   16'h1405,
   16'h1453,
   16'hd8e6,
   16'he6de,
   16'h4f28,
   16'h7712,
   16'h0000,
   16'h88ee,
   16'hb0d8,
   16'h1922,
   16'h271a,
   16'hebad,
   16'hebfb,
   16'h0c32,
   16'h12e1,
   16'hed25,
   16'hfc2c,
   16'h04d8,
   16'h1173,
   16'he705,
   16'h04c3,
   16'h12c4,
   16'hf263};
   localparam MULT_WIDTH = D_W + C_W;
   localparam FIR_WIDTH  = MULT_WIDTH + C_NUM - 1;
   logic signed [C_NUM-1:0][D_W-1:0]         b_out;
   logic signed [C_NUM-1:0][D_W-1:0]         c_out;
   logic signed            [C_W-1:0]         coeff;
   initial begin
        for(j = 0; j < C_NUM; j=j+1) begin
            b_out[j] <= 0;
            c_out[j] <= 0;
        end
   end
   generate
      for (i=0;i < C_NUM; i=i+1)
      begin: mult_acc MAC
         #( .B_WIDTH (D_W), .C_WIDTH (C_W), .COEFF_W (C_W))
         inst_mac(
            .clock   (clock         ),
            .reset   (reset         ),
            .coeff   (coeff_mem[i]  ),
            .b_in    (b_out[i]      ),
            .c_in    (c_out[i]      ),
            .b_out   (b_out[i+1]    ),
            .c_out   (c_out[i+1]    )
           );
      end
   endgenerate
   always @(posedge clock)
   begin
    fir_out  <= c_out[C_NUM-1];
    b_out[0] <= fir_in;
   end
endmodule
$ cat ./run.sh
#!/bin/bash
# OpenROAD 26Q1-2900-gdf79404cd8, Yosys 0.63+post, stock flow scripts
make -C /OpenROAD-flow-scripts/flow DESIGN_CONFIG=/design/flow/config.mk WORK_HOME=/design/flow/orfs finish
$ cat ./config.mk
export PLATFORM = sky130hd
export DESIGN_NAME = fir_top
export DESIGN_NICKNAME = fir_top
export VERILOG_FILES = /design/flow/design.v
export SDC_FILE = /design/flow/constraint.sdc
export NUM_CORES = 4
export LEC_CHECK = 1
export CORE_UTILIZATION = 50
export SYNTH_HDL_FRONTEND = slang
$ cat ./constraint.sdc
current_design fir_top

set clk_period 20.7
set clk_io_pct 0.2

create_clock -name clk0 -period $clk_period [get_ports {clock}]

set non_clock_inputs [all_inputs -no_clocks]
set_input_delay [expr $clk_period * $clk_io_pct] -clock clk0 $non_clock_inputs
set_output_delay [expr $clk_period * $clk_io_pct] -clock clk0 [all_outputs]
==> results.txt <==
Physical implementation

The flow ran to the end, and the final reports show no timing, DRC or antenna violations. The number of input and output port buffers inserted is 33. Of the post-synthesis cell area, the dominant cell type holds between 20% and 30%. Per the cell usage report, the commonest logic cell in the layout is sky130_fd_sc_hd__inv_1.

The total number of clock tree sinks is ~2.6k. For this run, asynchronously set or reset flops after synthesis account for 0%. Post-route period utilization is reported as 33.1%. The highest clock rate is 146 MHz. The via density per instance is 4.87. The detailed router reported a total wirelength of ~430,000 µm. The global-route wire length before repair is about 700,000 µm.

The average size of a mapped cell is slightly above 10 µm². The commonest register cell is sky130_fd_sc_hd__dfxtp_1. TritonRoute output was used to compute an average wire per cell of 15.8 µm.

The share of final-layout standard cells stronger than drive strength 1 is 3.20%. The largest net degree at the start of global routing is approximately 130. The synthesis report lists the most area-consuming cells as sky130_fd_sc_hd__fa_1, sky130_fd_sc_hd__dfxtp_1, sky130_fd_sc_hd__ha_1, sky130_fd_sc_hd__inv_1, sky130_fd_sc_hd__xor2_1. In the final report, the number of endpoints failing setup comes to 0.

The slew at the pin closest to its max-slew limit is just over 800 ps. The worst setup path is captured at a register. Clock tree synthesis inserted a total of about 300 buffers. The area after detailed placement is between 0.2 and 0.25 mm².

The proportion of synthesized chip area in sequential cells is a little under a quarter. The number of enable-type register cells in the synthesized netlist is 0. The total count of max-transition violations in the final report is 0.

The number of cells in the yosys synthesis report is between 20k and 25k. After synthesis, the chip area reported by Yosys is ~0.22 mm². The critical path startpoint category is an input port.

The via count of the first global-routing pass is between 100k and 150k. The most common logic cells in the final layout are sky130_fd_sc_hd__inv_1, sky130_fd_sc_hd__ha_1, sky130_fd_sc_hd__fa_1, sky130_fd_sc_hd__dfxtp_1, sky130_fd_sc_hd__nor2_1. The floorplan core area is about 0.43 mm². The Yosys step of the flow raised 0 warnings. The post-cts repair resize count is 0.

The placer's final routability congestion estimate is between 0.9 and 1. The class of the tightest hold or removal check is reg2reg. Counting endpoints that fail hold in the final report gives 0. The I/O pin total is 34. Hold repair after CTS inserted 0 buffers.

The final setup skew is between 40 and 50 ps. TritonCTS built the clock tree. Summing every instance area after synthesis gives ~0.22 mm². The chip occupies about 0.43 mm². Across all checked pins, the minimum headroom to the slew limit is 43.3%. Relative to the synthesized area, the layout overhead comes to 8.06%. For this run, the total global-route usage over all layers was measured as 22.0%.

Setup repair after global routing left no endpoint under its margin. In the CTS report, the clock slew at the register clock pins of the worst setup and hold paths is listed as about 60 ps. The path depth of the worst reg2reg path is 23. In this run, distinct cell masters in the synthesized netlist total approximately 88.

The HPWL after detailed placement is roughly 360,000 µm. Warnings raised by the tools during the run amount to between 200 and 250. Data on the critical path arrives at its endpoint at between 7000 and 8000 ps.

The total vias in the final route is between 100k and 150k. After routing the design area is between 0.2 and 0.25 mm². The maximum net fanout on the critical path is between 100 and 150.

The final total negative setup slack is 0 ps. The violation tally recorded at the end of detailed-routing iteration 0 is 4,267. In this run the vertical extent of the chip is 658 µm.

The critical path required time is 21,460 ps. Per the repair_timing log after CTS, setup buffers inserted total 0. The classification of the worst setup path is in2reg. The initial antenna violation count is 8. The longest clock path from root to sink contains 4 buffers. The first detailed-routing pass took 5 iterations. The total overflow reported by the global router is 0. The flop and latch count out of synthesis is between 2k and 3k. Per the post-route antenna check, the number of violating nets is 0. The report lists the number of standard-cell rows as about 240.

The worst path needs between 6000 and 7000 ps of the cycle, external delays included. The master cell of the clock root buffer is sky130_fd_sc_hd__clkbuf_16. In the hold timing report, the worst path depth is 0.

The die outline width is roughly 660 µm. The instance count of the mapped netlist is between 20k and 25k. The source-to-sink clock delay at the later pin of the worst-skew pair is approximately 900 ps. The H-tree depth is 5. Per the detail_route report, DRC violations left total 0.

For this configuration, the core starts out at a cell density of 50.3%. The max-cap violation count is 0. The largest area contributor in the netlist is sky130_fd_sc_hd__fa_1.
logic make-up (layout without fill, tap and decap cells):
group                      count (synthesis)  after routing  share of synthesized area [%]
xor gates and xnor gates                1203           1203                           4.90
and+or+nand+nor                         3658           3658                           8.18
DFF                                     2575           2575                           24.0
adders and majority gates               6653           6653                           48.4
AOI/OAI and AO/OA                       1923           1923                           5.81
other                                      0              8                              0
buffers and inverters                   4864           5248                           8.48
muxes                                     61             61                          0.298
Yosys cell counts, drive strengths merged (105+ instances only):
| cell type | instances |
|---|---|
| a21oi | 514 |
| o21ai | 405 |
| clkbuf | 236 |
| a21o | 247 |
| dfxtp | 2575 |
| inv | 4625 |
| nand2 | 430 |
| xor2 | 680 |
| and3 | 220 |
| nand4 | 177 |
| nor2b | 259 |
| nor2 | 1538 |
| nand3 | 254 |
| xnor2 | 523 |
| nor3 | 323 |
| fa | 2779 |
| ha | 3874 |
| a31oi | 105 |
state kept, by name, summed over array words and instances (netlist names):
register                    cells
fir_out                        16
mult_acc.inst_mac.mult_rnd    496
b_out                          16
mult_acc.inst_mac.c_in_d      496
mult_acc.inst_mac.c_out       512
mult_acc.inst_mac.b_out       512
mult_acc.inst_mac.mult_cb     527
path summary, 6_finish.rpt:
check,startpoint,to,slack (ps)
setup / recovery,reset,mult_acc[4].inst_mac.c_out[15]$_SDFF_PP0_,13850
hold / removal,mult_acc[24].inst_mac.c_out[3]$_SDFF_PP0_,mult_acc[25].inst_mac.c_in_d[3]$_DFF_P_,300
setup reg to reg,mult_acc[17].inst_mac.b_out[4]$_DFF_P_,mult_acc[17].inst_mac.mult_cb[30]$_SDFF_PP0_,13970
hold reg to reg,mult_acc[24].inst_mac.c_out[3]$_SDFF_PP0_,mult_acc[25].inst_mac.c_in_d[3]$_DFF_P_,300
layer usage:
layer | vias to the layer above | track usage, % | share of wire [%]
met5 | - | 0.0332 | 0
met4 | 0 | 4.56 | 2.7
met3 | 516 | 5.23 | 5.5
met2 | 1969 | 35.6 | 48
met1 | 62200 | 31.5 | 44
li1 | 67000 | - | -
final cells by class:
type | instances | area (µm²)
Multi-Input combinational cell | 13500 | 145000
Clock buffer | 374 | 8220
Sequential cell | 2575 | 51500
Antenna cell | 8 | 20.0
Fill cell | 37100 | 195000
Timing Repair Buffer | 92 | 808
Inverter | 4625 | 17400
Clock inverter | 157 | 2080
Tap cell | 5687 | 7120
stage by stage:
stage	util, %	cells	hold WS [ps]	setup WS [ps]
final	54.3	27000	300	13850
after floorplan	-	20900	310	14770
after global placement	51.9	26500	310	12870
after CTS	54.3	27000	294	13870
after global routing	54.3	27000	304	13450
after detailed placement	51.9	26500	312	12900
worst max-delay path, stage by stage:
cell and delay, ps:
sky130_fd_sc_hd__buf_12 360, sky130_fd_sc_hd__buf_4 590, sky130_fd_sc_hd__buf_4 560, sky130_fd_sc_hd__buf_4 580, sky130_fd_sc_hd__buf_4 730, sky130_fd_sc_hd__o41ai_1 150
sky130_fd_sc_hd__a31oi_1 190, sky130_fd_sc_hd__nand3_1 100
